==> /design/flow/design.v <==
`timescale 1ns/1ns
module calculator(
    input [3:0]  data1_pi,  
    input [3:0]  data2_pi,  
    input [3:0]  op_pi,     
    input [15:0] counter_pi, 
    output reg [7:0] result_po,   
    output reg ovflw_po     
); 
   reg [4:0] t;
   always @(op_pi) begin
        if (op_pi == 4'b0000) begin
                result_po = {data1_pi, data2_pi};
        end else if (op_pi == 4'b0001) begin
                t = {1'b0, data1_pi} + {1'b0, data2_pi};
                result_po = {4'b0, t[3:0]};
                ovflw_po = t[4];
        end else if (op_pi == 4'b0010) begin
                t = {1'b0, data1_pi} - {1'b0, data2_pi};
                result_po = {4'b0, t[3:0]};
                ovflw_po = (data1_pi >= data2_pi) ? 1'b0 : 1'b1;
        end else if (op_pi == 4'b0100) begin
                result_po = data1_pi * data2_pi;
        end else if (op_pi == 4'b1000) begin
            t = data1_pi + data2_pi;
            result_po[3:0] = t[3:0];
            ovflw_po = (data1_pi[3] == data2_pi[3]) && (t[3] != data1_pi[3]);  
            result_po[7:4] = 4'b0000;
        end else begin
            result_po = counter_pi[7:0];
            ovflw_po = 1'b0;  
        end
        end
endmodule  
`timescale 1ns/1ns
module clkdiv (
	input clk_pi,
	output clk_en_po
);
	parameter SIZE = 8;
	reg [SIZE-1:0] counter;
	initial begin
		counter <= 0;
	end
	always @(posedge clk_pi) begin
		counter = counter + 1;
	end
	assign clk_en_po = (counter == {SIZE{1'b0}}); 
endmodule  
module increment (
	input clk_pi,
	output [15:0] counter_po
);
	localparam SIZE = 40;
	reg [SIZE:0] count;
	always @(posedge clk_pi) begin
		count = count+1;
	end
	assign counter_po = count[SIZE:SIZE-15];
endmodule  
`timescale 1ns/1ns
module segmentFormatter(
	input [3:0] num_pi,    
	output reg [6:0] disp_po   
);
    always @(num_pi) begin
        case(num_pi)
            4'b0000    :   disp_po = ~(7'b0111111);
            4'b0001    :   disp_po = ~(7'b0000110);
            4'b0010    :   disp_po = ~(7'b1011011);
            4'b0011    :   disp_po = ~(7'b1001111);
            4'b0100    :   disp_po = ~(7'b1100110);
            4'b0101    :   disp_po = ~(7'b1101101);
            4'b0110    :   disp_po = ~(7'b1111101);
            4'b0111    :   disp_po = ~(7'b0000111);
            4'b1000    :   disp_po = ~(7'b1111111);
            4'b1001    :   disp_po = ~(7'b1100111);
            4'b1010    :   disp_po = ~(7'b1110111);
            4'b1011    :   disp_po = ~(7'b1111100);
            4'b1100    :   disp_po = ~(7'b0111001);
            4'b1101    :   disp_po = ~(7'b1011110);
            4'b1110    :   disp_po = ~(7'b1111001);
            4'b1111    :   disp_po = ~(7'b1110001);
            default :   disp_po = 7'b1110110;
        endcase
    end 
endmodule  
module sevenSegDisplay(
	input clk_pi,
	input clk_en_pi,
	input[15:0] num_pi,
	output reg [6:0] seg_po,
	output dp_po,
	output reg [3:0] an_po
);
	wire [6:0] disp0, disp1, disp2, disp3;
	wire [3:0] digit0, digit1, digit2, digit3;
	assign digit0 = num_pi[3:0];
	assign digit1 = num_pi[7:4];
	assign digit2 = num_pi[11:8];
	assign digit3 = num_pi[15:12];
	assign dp_po = 1'b1;
	segmentFormatter IsegmentFormat0 ( .num_pi(digit0), .disp_po(disp0));
	segmentFormatter IsegmentFormat1 ( .num_pi(digit1), .disp_po(disp1));
	segmentFormatter IsegmentFormat2 ( .num_pi(digit2), .disp_po(disp2));
	segmentFormatter IsegmentFormat3 ( .num_pi(digit3), .disp_po(disp3));
	initial begin
		seg_po <= 7'h7F;
		an_po <= 4'b1111;
	end
	always @(posedge clk_pi) begin
		if(clk_en_pi) begin
			case(an_po) 
				4'b1110: begin
					seg_po <= disp1;
					an_po  <= 4'b1101;
				end
				4'b1101: begin
					seg_po <= disp2;
					an_po  <= 4'b1011;
				end
				4'b1011: begin
					seg_po <= disp3;
					an_po  <= 4'b0111;
				end
				default: begin
					seg_po <= disp0;
					an_po <= 4'b1110;
				end
			endcase
		end  
	end  
endmodule  
module top(
	input CLK,
	input [15:0] SW,
	input [3:0] BTN,
	output [15:0] LED,
	output [6:0] SEG,
	output DP,
	output [3:0] AN
); 
	wire [7:0]  result_binary;
	wire [15:0] display_value;
	wire [15:0] counter;	
	wire ov;
	wire clk_en;
	assign LED[15:8] = {ov, 7'b0};	
        assign LED[7:0] = result_binary;
   	assign display_value =  {8'b0, result_binary};
   calculator   Icalc(
		.data1_pi(SW[7:4]),
		.data2_pi(SW[3:0]),
		.op_pi(BTN[3:0]),
		.counter_pi(counter),
		.result_po(result_binary),
		.ovflw_po(ov));		
   sevenSegDisplay IsevenSegDisplay (
		.clk_pi(CLK),
		.clk_en_pi(clk_en),
		.num_pi(display_value),
		.seg_po(SEG),
		.dp_po(DP),
		.an_po(AN));
   clkdiv #(.SIZE(10)) Iclkdiv (
		.clk_pi(CLK),
		.clk_en_po(clk_en));
   increment Iincrement (
		.clk_pi(CLK),
		.counter_po(counter));
endmodule  
==> /design/flow/run.sh <==
#!/bin/bash
# OpenROAD 26Q1-2900-gdf79404cd8, Yosys 0.63+post, stock flow scripts
make -C /OpenROAD-flow-scripts/flow DESIGN_CONFIG=/design/flow/config.mk WORK_HOME=/design/flow/orfs finish
==> /design/flow/config.mk <==
export PLATFORM = sky130hd
export DESIGN_NAME = top
export DESIGN_NICKNAME = top
export VERILOG_FILES = /design/flow/design.v
export SDC_FILE = /design/flow/constraint.sdc
export NUM_CORES = 4
export LEC_CHECK = 1
export CORE_UTILIZATION = 40
==> /design/flow/constraint.sdc <==
current_design top

set clk_period 6.9
set clk_io_pct 0.2

create_clock -name clk0 -period $clk_period [get_ports {CLK}]

set non_clock_inputs [all_inputs -no_clocks]
set_input_delay [expr $clk_period * $clk_io_pct] -clock clk0 $non_clock_inputs
set_output_delay [expr $clk_period * $clk_io_pct] -clock clk0 [all_outputs]
==> changes_impl.md <==
### Metrics

- Run status: complete, no violations
- Count of unclocked register or latch pins: 1
- Worst vdd ir: 163 µV
- CTS tree: done
- Hold Buf Count CTS: 0
- Die Ht: 100 µm
- CP Data Arrival Time: 5230 ps
- Clock slew at reported path FFs: 90 ps
- Unique cell types: 66
- Cell area after layout: 0.00439 mm²
- Number of synthesized flops with an enable pin: 11
- Ys flop type: dfxtp_1
- CTS Buf Count: 5
- Max Cap Violations: 0
- Post-Place Cells: 585
- Boundary Pins: 49
- Area of the mapped netlist: 0.00384 mm²
- Initial antenna violation count: 0
- Synthesis area per yosys: 0.00384 mm²
- Area share of the largest cell type after synthesis: 22.4%
- R2r startpoint: Iincrement.count[25]
- Initial core utilization: 41.4%
- Worst Setup EP: LED[3]
- Reg2reg setup slack: 4460 ps
- Unrepaired setup endpoints after global routing: no
- Avg Cell Area, Syn: 8.83 µm²
- Worst Skew: 10.1 ps
- Register area: 0.00121 mm²
- 1st-pass router iterations: 4
- Gate Area: 0.00243 mm²
- R2R cell count: 9
- Yosys Warn Count: 5
- Hold_sp: Iincrement.count[0]
- HP Class: reg -> reg
- CP endpoint kind: output port
- Pwr Density: 155 mW/mm²
- Num rows: 35
- Finish-stage setup viols: 0
- IO buf count: 32
- Cell count after synthesis: 435
- Final hold viol count: 0
- Placement Cell Area: 0.00427 mm²
- Clk root buf: clkbuf_8
- Tally of OpenROAD warnings: 43
- Vias per cell: 5.15
- CP Launch Point: SW[1]
- FILL cells: 899
- Hpwl dp: 5910 µm
- Largest net degree at the start of global routing: 24
- Main area contributors: dfxtp_1 (22%), ha_1 (9.4%), edfxtp_1 (8.6%)
- WS Path Type: in -> out
- DRC: 0
- DRT iter0 DRCs: 101
- Via count of the first global-routing pass: 2880
- Routability congestion estimate: 0.854
- Cycle use final: 95.8%
- Total Routed Length: 7740 µm
- Pre-CTS WS: 261 ps
- CP startpoint kind: primary input
- Post-CTS setup buffers: 0
- Pwr Total: 679 µW
- CTS Buffer Depth: 2
- Flops after synth: 55
- CP Max Fanout: 8
- Reg2reg end: IsevenSegDisplay.seg_po[3]
- Antenna Cells: 0
- GRT overflow: 0
- Ys cells: 435
- Count leader, synth: dfxtp_1
- Post-route setup slack: 287 ps
- Fin Hold WS: 408 ps
- Layout cells sized above 1: 6.03%
- Die ar.: 0.0100 mm²
- Worst-Margin Slew: 836 ps
- Finished Layout Cells: 593
- Setup TNS: 0 ps
- GRT Overall Usage: 16.8%
- Crit path DRT: 5520 ps
- Cell accounting for the most synthesized area: dfxtp_1
- Worst relative slew slack: 44.1%
- Most common library cells after synthesis: dfxtp_1 (43), nand2_1 (36), xnor2_1 (31), ha_1 (29), nand3_1 (26)
- Max Fclk: 151 MHz
- Routed wire length per instance: 13.1 µm
- Die width: 100 µm
- Endpoints left unconstrained: 2
- Lkg Pwr: 1.71 nW
- Final Max Slew Viols: 0
- Post-route minimum period: 6610 ps
- Area growth syn-to-layout: 14.1%
- Via count: 3056
- FFs w/ async S/R, synth: 0%
- # H-tree levels: 2
- Resized cells post-CTS: 0
- Late-Pin Clk Latency: 310 ps
- Final ANT Viol Nets: 0
- Final core utilization: 47.2%
- Placeable Area: 0.00928 mm²
- First-pass GRT wire length: 13400 µm
cells by family (layout without fill, tap and decap cells):
family	after synthesis	count (layout)	synth area share, %
muxes	3	3	0.814
adders and majority gates	37	37	13.1
buffers and inverters	50	73	6.06
other	2	8	0.195
AOI/OAI and AO/OA	78	78	14.0
and+or+nand+nor	163	163	23.7
DFF	54	54	31.0
latches	1	1	0.391
xor gates and xnor gates	47	47	10.7
critical path, stage by stage:
cell and delay (ps):
clkdlybuf4s50_1 630, nand2_1 110, fa_1 470, fa_1 540
fa_1 480, or3b_1 350, a221o_1 300, nand3_1 80
o211a_2 280, or2_1 150, clkdlybuf4s50_1 450
power breakdown:
group	internal, mW	leakage [nW]	switching, mW
Combinational	0.0618	1.19	0.0773
Sequential	0.323	0.456	0.0000103
Clock	0.111	0.0606	0.106
Total	0.496	1.71	0.183
cell usage in the layout, fill, tap and decap left out, drive strengths merged, types with 4 or more instances in the layout:
cell type,n
a21oi,14
nor4,6
edfxtp,11
buf,6
clkbuf,5
and4,4
and3,14
fa,6
dfxtp,43
nor3,9
and2,9
or4,4
conb,8
xnor2,31
nand4,11
o21a,4
nand3,28
xor2,16
o22ai,4
clkdlybuf4s50,32
o211ai,7
o21ai,19
nor2,18
nor2b,8
nor3b,4
inv,29
nand2,36
a32oi,4
ha,29
registers in the layout, summed over array words and instances (netlist names):
name	flops
IsevenSegDisplay.an_po	4
Icalc.ovflw_po	1
Iclkdiv.counter	10
IsevenSegDisplay.seg_po	7
Iincrement.count	33
how the worst min path moves through the flow:
stage,slack (ps),endpoint,cells after the start
final,410,Iincrement.count[0],1
after global routing,420,Iincrement.count[0],1
after CTS,410,Iincrement.count[0],1
routing by layer:
layer / part of all wire (%) / global-route usage, %
met5: 0 / 0
met4: 0.49 / 1.23
met3: 3.0 / 2.20
met2: 46 / 27.6
met1: 50 / 25.5
cell type report:
cell class | instances | area share, %
repair buffers | 38 | 8.33
multi-input cells | 336 | 55.5
inverters | 27 | 2.37
clock buffers | 5 | 1.57
well taps | 129 | 3.68
flip-flops and latches | 55 | 27.5
clock inverters | 3 | 1.08
Power is estimated from default activity; no workload was simulated.
