==> flow/design.v <==
module bin2decimal(
	input [7:0] num_pi,
	output [11:0] bcdnum_po
	);
	wire[15:0] c0, c1, c2, c3,c4, c5;
	wire [3:0] d0, d1, d2,d3,d4, e0, e1,e2, e3, e4;
assign c0 = {9'b0, num_pi[7:5]};		
cadd cadd0L(c0[3:0], d0);
assign c1 = {7'b0, d0, num_pi[4]};		
cadd cadd1L(c1[3:0], d1);
assign c2 = {6'b0, c1[4], d1, num_pi[3]};	
cadd cadd2L(c2[3:0], d2);
assign c3 = {5'b0, c2[5:4], d2, num_pi[2]};  
cadd cadd3L(c3[3:0], d3);
cadd cadd3U(c3[7:4], e3);
assign c4 = {3'b0, e3,  d3, num_pi[1]};		
cadd cadd4L(c4[3:0], d4);
cadd cadd4U(c4[7:4], e4);
assign bcdnum_po = {2'b0, c4[8], e4,  d4, num_pi[0]};
endmodule
module cadd(
	input [3:0] in,
  	output [3:0] out
);
	assign out = (in > 4) ? in + 3 : in;	
endmodule
==> flow/run.sh <==
#!/bin/bash
# OpenROAD 26Q1-2900-gdf79404cd8, Yosys 0.63+post, stock flow scripts
make -C /OpenROAD-flow-scripts/flow DESIGN_CONFIG=/design/flow/config.mk WORK_HOME=/design/flow/orfs finish
==> flow/config.mk <==
export PLATFORM = sky130hd
export DESIGN_NAME = bin2decimal
export DESIGN_NICKNAME = bin2decimal
export VERILOG_FILES = /design/flow/design.v
export SDC_FILE = /design/flow/constraint.sdc
export NUM_CORES = 4
export LEC_CHECK = 1
export CORE_AREA = 10 10 70 70
export DIE_AREA = 0 0 80 80
==> flow/constraint.sdc <==
current_design bin2decimal

set clk_period 5.5
set clk_io_pct 0.2

create_clock -name clk0 -period $clk_period

set non_clock_inputs [all_inputs -no_clocks]
set_input_delay [expr $clk_period * $clk_io_pct] -clock clk0 $non_clock_inputs
set_output_delay [expr $clk_period * $clk_io_pct] -clock clk0 [all_outputs]
==> results.toml <==
# synthesis and place-and-route metrics
[die]
io_pins = 20
core_area_um2 = 3416
fp_rows = 21
chipWidth_um = 80
initial_core_util_pct = 27.07
die_area_um2 = 6400
die-height_um = 80

[place]
finalWeightedCongestion = 0.8296
place_worst_setup_slack_ns = -1.119
detailed_place_hpwl_um = 2106
number_of_i_o_port_buffers = 16

[logic_synthesis]
yosysTopAreaCellShare_pct = 9.472
netlist_instances = 135
synth_cell_types = 52
synth_area_leader_cell = "ha_1"
yosys_warnings = 0
post_synthesis_cell_type_with_the_largest_instance_count = "a21oi_1"
postSynthAreaPerCell_um2 = 6.849
postSynthSeqShare_pct = 0
yosys_area_um2 = 924.6
ys_top_cells_by_area = "ha_1 9.5%, a21oi_1 7.6%, inv_1 4.9%"
ys_cells = 135
ys_top_cells_by_count = "14 x a21oi_1, 12 x inv_1, 11 x nor2_1, 8 x nand2_1, 8 x o21ai_0"
synthesis.area_um2 = 924.6

[cells_and_area]
register_area_um2 = 0
drive_gt1_share_pct = 50.53
layout.clock_buffers = 0
sequential_cell_total = 0
syn2layout_area_growth_pct = 77.00

[global_route]
top_usage_layer = "met2"
grt_pass1_vias = 1051
grt_start_max_net_pins = 13
grt_util_all_layers_pct = 8.094
groute.layer.met1.usage_pct = 12.25
grt_antenna_before_repair = 0
grt-ovfl-total = 0
groute.layer.met2.usage_pct = 12.60
first_pass_grt_wire_length_um = 4581
groute.layer.met3.usage_pct = 0.9091

[routing]
violation_tally_from_detailed_route_iteration_zero = 55
num_antenna_cells = 0
via_total_after_detailed_routing = 1127
post_drt_wl_per_cell_um = 11.46
avgViaCountPerCell = 4.775
drtPass1Iterations = 4
drcViolationCount = 0
routed_wirelength_um = 2705
ant_nets = 0

[sta]
final_hold_fails = 0
finalMaxSlewViolations = 0
maxClockFrequency_mhz = 174.3
final.min_clock_period_ns = 5.739
layout_worst_path_cycle_share_pct = 104.3
grt_setup_unrepaired = "true"
fin_ws_ns = -0.2386
setup_viol = 6

[status]
violated_checks = "setup timing"
status = "finished with violations"

[setup_path]
critPathKind = "in -> out"
critical_path_required_ns = 4.40
crit_arrival_ns = 4.64
cp-end-kind = "output pin"
critical_path_peak_fanout = 6
critPathLaunchType = "input port"

[hold_path]
hold_path.class = "in -> out"

[job]
openroad_warnings = 38
maxCapViolCount = 0

[pwr]
p_per_area_nw_per_um2 = 178.3
power.static_leakage_nw = 0.7136
power.ir.vdd_worst_mv = 0.09309
fin_total_pwr_uw = 291.8

[clock_tree]
hold_buffers = 0
## path summary, 6_finish.rpt
kind                  startpoint  slack [ns]  cells past startpoint            to
worst min-delay path   num_pi[0]        2.20                      0  bcdnum_po[0]
worst max-delay path   num_pi[6]       -0.24                     25  bcdnum_po[1]
## power by group
group	total (mW)	internal, mW	switching, mW
registers	0	0	0
logic	0.292	0.168	0.124
clock network	0	0	0
total	0.292	0.168	0.124
## area by class of cell
| type | instances | area, µm² |
|---|---|---|
| fill | 327 | 1779 |
| multi-input combinational | 115 | 983.4 |
| timing repair buffer | 63 | 525.5 |
| inverter | 12 | 70.07 |
| tap | 46 | 57.56 |
## metrics by stage
stage	instance area, µm²	hold WS [ns]	util (%)	std cells	TNS [ns]
floorplan	1037	2.231	-	136	-0.09669
global placement	1469	2.200	43.00	228	-5.628
detailed placement	1469	2.200	43.00	228	-6.089
CTS	1539	2.200	45.05	233	-0.8230
global route	1637	2.200	47.91	236	-2.447
finish	1637	2.200	47.91	236	-0.8120
## logic make-up (layout without fill, tap and decap cells)
family	count (synthesis)	count (layout)	share of synthesized area (%)
AND/OR/NAND/NOR	48	48	29.23
other	1	2	0.4056
AND-OR/OR-AND	48	48	37.48
multiplexers	3	3	3.789
adder cells (fa/ha/maj)	8	8	10.69
buffers and inverters	21	75	11.91
XOR/XNOR	6	6	6.496
## layout by cell type, fill, tap and decap left out, drive strengths merged, types with 2 or more instances in the layout
master,n
conb,2
dlygate4sd2,2
o22ai,2
xnor2,5
nor3,7
nand2,8
o31ai,3
clkdlybuf4s50,9
inv,12
nor2,14
ha,7
nand2b,4
mux2i,2
and2,2
o211ai,3
o21ai,13
buf,51
a21oi,15
nand3,7
## layer usage
| metal | part of all wire (%) | wire [µm] |
|---|---|---|
| met3 | 2.9 | 78 |
| met4 | 0 | 0 |
| met1 | 53 | 1445 |
| met5 | 0 | 0 |
| met2 | 44 | 1181 |
## worst max-delay path, stage by stage
cell and delay (ns):
buf_12 0.09, inv_12 0.03, ha_4 0.16, inv_4 0.05
ha_4 0.19, nand2b_4 0.17, a21oi_2 0.05, o211ai_1 0.28
and3_4 0.25, o21ai_2 0.05, o31ai_2 0.06, ha_2 0.28
inv_4 0.05, o211ai_2 0.14, o2111ai_2 0.14, xnor2_2 0.18
ha_2 0.21, o21ai_4 0.17, nor2_1 0.06, o21ai_1 0.13
nand2_1 0.08, a211o_1 0.33, buf_4 0.15, xnor2_2 0.12
buf_2 0.10
## repair_timing
action	in CTS	in global routing
pin swaps	18	18
cloned	0	0
endpoints found under the setup margin	8	8
setup buffers	6	3
resized	31	15
Power and IR drop assume default switching activity.
